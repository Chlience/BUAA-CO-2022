==> flow/design.v <==
`timescale 1ns / 1ps
module TC(
    input	clk,
    input	reset,
    input	[31:2]	Addr,
    input 	WE,
    input 	[31:0] Din,
    output 	[31:0] Dout,
    output 	IRQ
    );
	logic	[1:0]	state;
	logic	[31:0]	mem[2:0];
	logic	_IRQ;
	assign 	IRQ		= mem[0][3] & _IRQ;
	assign 	Dout 	= mem[Addr[3:2]];
	logic [31:0] load;
	assign load		= Addr[3:2] == 0 ? {28'h0, Din[3:0]} : Din;
	integer i;
	always @(posedge clk) begin
		if(reset) begin
			state <= 0; 
			for(i = 0; i < 3; i = i + 1)
				mem[i] <= 0;
			_IRQ <= 0;
		end
		else if(WE) begin
			mem[Addr[3:2]] <= load;
		end
		else begin
			case(state)
				2'b0 : if(mem[0][0]) begin
					state 	<= 2'b01;
					_IRQ 	<= 1'b0;
				end
				2'b01 : begin
					mem[2] 	<= mem[1];
					state 	<= 2'b10;
				end
				2'b10  : 
					if(mem[0][0]) begin
						if(mem[2] > 1)
							mem[2]	<= mem[2] - 1;
						else begin
							mem[2]	<= 0;
							state	<= 2'b11;
							_IRQ 	<= 1'b1;
						end
					end
					else state	<= 2'b0;
				default : begin
					if(mem[0][2:1] == 2'b00)
						mem[0][0] 	<= 1'b0;
					else
						_IRQ		<= 1'b0;
					state	<= 2'b0;
				end
			endcase
		end
	end
endmodule
==> flow/run.sh <==
#!/bin/bash
# OpenROAD 26Q1-2900-gdf79404cd8, Yosys 0.63+post, stock flow scripts
make -C /OpenROAD-flow-scripts/flow DESIGN_CONFIG=/design/flow/config.mk WORK_HOME=/design/flow/orfs finish
==> flow/config.mk <==
export PLATFORM = sky130hd
export DESIGN_NAME = TC
export DESIGN_NICKNAME = TC
export VERILOG_FILES = /design/flow/design.v
export SDC_FILE = /design/flow/constraint.sdc
export NUM_CORES = 4
export LEC_CHECK = 1
export CORE_UTILIZATION = 40
==> flow/constraint.sdc <==
current_design TC

set clk_period 9.8
set clk_io_pct 0.2

create_clock -name clk0 -period $clk_period [get_ports {clk}]

set non_clock_inputs [all_inputs -no_clocks]
set_input_delay [expr $clk_period * $clk_io_pct] -clock clk0 $non_clock_inputs
set_output_delay [expr $clk_period * $clk_io_pct] -clock clk0 [all_outputs]
==> results.txt <==
run status = finished, final reports clean
IO Port Bufs = 69
n_diodes = 0
num rows = 47
Initial Util = 41.0%
area delta synth->final = 23.9%
vias = 4,936
YS chip area = 6800 µm²
Top-area cell share = 56.6%
Max Cap Viol = 0
Final GP Congestion = 0.834
Levels on crit path = 4
core area = 16,600 µm²
Die Y = 132 µm
Final Hold Vio Count = 0
gr usage total = 23.2%
power share of the clock group = 41.3%
CTS tree = built
Worst R2R Path Depth = 6
number of enable flip-flop cells = 128
crit-path max cell delay = 0.64 ns
flops out of synthesis = 133
wirelength, routed = 18,200 µm
Congestion Overflow GR = 0
insertion delay to the later sink of the worst-skew pair = 0.42 ns
R2R Path End = mem[2][27]
antenna violations before repair = 0
Netlist Area Pre-Place = 6800 µm²
critical path startpoint = Addr[2]
crit path launch type = primary input
DP HPWL = 11,000 µm
cells along the critical path = buf_2 -> buf_4 -> mux4_2 -> clkdlybuf4s50_1
Slew Limit Fails = 0
drt initial violations = 332
Comb pwr share = 11.1%
setup bufs post-CTS = 0
vias in the first global route = 5,172
global-route wire length before repair = 28,600 µm
sw power = 0.332 mW
WP buf/inv = 3
mean post-synth cell area = 12.3 µm²
top cells by area = edfxtp_1, mux4_2, nor2_1
CTS buffer count = 17
Final Setup Violations = 0
final setup skew = 0.00866 ns
Mapped Cells = 552
Via density = 5.61
sequential share of power = 47.6%
RR Startpoint = mem[2][16]
Ys Warns = 1
Seq. cell area = 3940 µm²
Cell Int Power = 1.09 mW
Worst-Margin Slew = 0.975 ns
First-pass DRT Iterations = 4
Rel. slew slack = 34.8%
number of I/O pins = 98
Min-Delay Path Class = reg -> reg
Inst Count DP = 848
sequential area share after synthesis = 58.0%
filler instances = 1,418
Power Density = 169 nW/µm²
slowest stage cell, crit path = mux4_2
asr flop ratio synth = 0%
CP Max Fanout = 37
Crit path max-delay family = buffers and inverters
maximum vdd drop = 127 µV
Synth area leader = edfxtp_1
final setup TNS = 0 ns
Tool Warnings = 54
Finished Layout Cells = 880
# Cells Yosys = 552
Max Clk Rate = 176 MHz
static leakage = 3.10 nW
die x size = 132 µm
switching portion of total power = 23.3%
DRC Markers = 0
share of layout cells above drive strength 1 = 15.6%
htree depth = 4
RSZ-0062 raised after global routing = no
Worst setup EP type = output pin
CP required = 7.84 ns
CTS resizes = 0
Logic area = 2810 µm²
dominant synthesized flop cell = edfxtp_1
ANT nets after route = 0
worst setup path end = Dout[26]
hold buffers post-CTS = 0
maximum clock path buffer count = 2
R2R Setup Slk = 6.95 ns
Worst-path clk slew = 0.06 ns
Worst EP arrival = 3.72 ns
wire length per cell = 20.7 µm
largest net degree at the start of global routing = 40
clock sink count = 133
CTS root buf = clkbuf_16
die area = 17,500 µm²
WS Path Type = in -> out
post-layout period usage = 58.0%
post-layout min period = 5.68 ns
Yosys cell types = 54
==> sequential cells by signal, summed over array words and instances (netlist names) <==
register,cells
_IRQ,1
mem,128
state,4
==> cell type report <==
| type | instances | share of cell area [%] |
|---|---|---|
| flip-flops and latches | 133 | 46.8 |
| multi-input cells | 401 | 33.4 |
| repair buffers | 86 | 9.60 |
| clock buffers | 18 | 5.22 |
| well taps | 220 | 3.27 |
| clock inverters | 14 | 1.34 |
| inverters | 8 | 0.357 |
==> through the flow <==
stage | power [mW] | hold WS, ns | utilization [%] | area [µm²] | setup WS, ns
3_3_place_gp | 0.845 | 0.436 | 47.4 | 7870 | 4.09
6_report | 1.42 | 0.446 | 50.8 | 8420 | 4.12
5_1_grt | 1.47 | 0.479 | 50.8 | 8420 | 3.98
4_1_cts | 1.43 | 0.450 | 50.8 | 8420 | 4.07
3_5_place_dp | 0.847 | 0.441 | 47.4 | 7870 | 4.08
2_1_floorplan | 0.769 | 0.423 | - | 6900 | 4.21
==> worst min path at each step <==
stage             from  endpoint  slack [ns]  cells past startpoint
global route  state[3]  state[3]        0.48                      2
CTS           state[3]  state[3]        0.45                      2
finish        state[3]  state[3]        0.45                      2
==> per-layer routing <==
layer	vias up	share of wire (%)	GRT usage, %
met5	-	0	0.556
met3	11	11	10.7
met1	2405	42	34.7
met4	0	0.62	1.98
met2	249	47	34.6
li1	2271	-	-
==> cells by family (layout without fill, tap and decap cells) <==
group	Yosys count	after routing	share of synthesized area, %
compound gates	58	58	6.02
xor+xnor	27	27	3.48
fa+ha+maj	2	2	0.368
buf+inv	45	126	2.61
flops	133	133	58.0
mux	33	33	10.8
other cells	1	28	0.0552
simple gates	253	253	18.7
==> power groups by stage <==
stage | registers, mW | logic, mW | clock network (mW)
6_report | 0.678 | 0.158 | 0.588
4_1_cts | 0.678 | 0.159 | 0.592
5_1_grt | 0.682 | 0.172 | 0.619
==> tightest hold or removal path: stages (launching register included) <==
cell and delay [ns]:
dfxtp_1 0.31, nand2_1 0.05, nand2_1 0.04
==> placed cells by master (no fill, tap or decap), types with 9 or more instances in the layout <==
cell type,n
edfxtp_1,128
nor2_1,81
clkdlybuf4s50_1,67
nand2_1,43
mux4_2,32
nand3_1,30
conb_1,28
nor3_1,23
a21oi_1,20
xor2_1,19
clkbuf_16,17
buf_4,17
and2_1,14
and3_1,12
nor4_1,11
a221oi_1,9
==> synth_stat cells, drive strengths merged (8+ instances only) <==
library cell,count
a21oi,20
nor3,24
nor4,18
inv,8
mux4,32
nand3,30
nand2,43
and2,14
nor2,82
a221oi,9
clkbuf,31
xnor2,8
edfxtp,128
and3,12
xor2,19
Power figures rest on the tool's default switching activity, not on a simulated workload.
