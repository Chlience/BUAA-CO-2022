==> flow/design.v <==
module BRIDGE (
	input   [31:0]  a,
	output  [31:0]  v,
	input   [31:0]  wData,
	input   [3:0]   wByteEn,
	output  [31:0]	aDm,
	input	[31:0]	vDm,
	output	[31:0]	wDataDm,
	output	[3:0]	wByteEnDm,
	output  [31:0]	aDev0,
	input	[31:0]	vDev0,
	output	[31:0]	wDataDev0,
	output			wEnDev0,
	output  [31:0]	aDev1,
	input	[31:0]	vDev1,
	output	[31:0]	wDataDev1,
	output			wEnDev1,
	output	[31:0]	m_int_addr,
	output	[3:0]	m_int_byteen
);
	logic	Dm, Dev0, Dev1;
	assign	Dm		= a >= 32'h00000000 && a <= 32'h00002FFF;
	assign	Dev0 	= a >= 32'h00007F00 && a <= 32'h00007F0B;
	assign	Dev1 	= a >= 32'h00007F10 && a <= 32'h00007F1B;
	assign	IntDev	= a >= 32'h00007F20 && a <= 32'h00007F23;
	logic	wEnDev;
	assign	wEnDev = wByteEn == 4'b1111;
	assign v =	Dm		?	vDm			: 
				Dev0	?	vDev0		:
				Dev1	?	vDev1		:
							32'h7fffffff	;
	assign  aDm			= Dm	?	a[31:0] : 0;
	assign  wDataDm		= Dm	?	wData	: 0;
	assign  wByteEnDm	= Dm	?	wByteEn : 0;
	assign	aDev0		= Dev0	?	a[31:2] : 0;
	assign	wDataDev0	= Dev0	?	wData	: 0;
	assign	wEnDev0		= Dev0	?	wEnDev	: 0;
	assign	aDev1		= Dev1	?	a[31:2] : 0;
	assign	wDataDev1	= Dev1	?	wData	: 0;
	assign	wEnDev1		= Dev1	?	wEnDev	: 0;
	assign	m_int_addr	 = IntDev ? a		: 0;
	assign	m_int_byteen = IntDev ? wByteEn	: 0;
endmodule
==> flow/run.sh <==
#!/bin/bash
# OpenROAD 26Q1-2900-gdf79404cd8, Yosys 0.63+post, stock flow scripts
make -C /OpenROAD-flow-scripts/flow DESIGN_CONFIG=/design/flow/config.mk WORK_HOME=/design/flow/orfs finish
==> flow/config.mk <==
export PLATFORM = sky130hd
export DESIGN_NAME = BRIDGE
export DESIGN_NICKNAME = BRIDGE
export VERILOG_FILES = /design/flow/design.v
export SDC_FILE = /design/flow/constraint.sdc
export NUM_CORES = 4
export LEC_CHECK = 1
export CORE_AREA = 10 10 172 172
export DIE_AREA = 0 0 182 182
==> flow/constraint.sdc <==
current_design BRIDGE

set clk_period 6.2
set clk_io_pct 0.2

create_clock -name clk0 -period $clk_period

set non_clock_inputs [all_inputs -no_clocks]
set_input_delay [expr $clk_period * $clk_io_pct] -clock clk0 $non_clock_inputs
set_output_delay [expr $clk_period * $clk_io_pct] -clock clk0 [all_outputs]
==> flow_summary.html <==
<h2>Synthesis and place &amp; route</h2>
<table>
<tr><th>Metric</th><th>Value</th></tr>
<tr><th colspan="2">Synth</th></tr>
<tr><td>Top cell types by occurrence after synthesis</td><td>sky130_fd_sc_hd__and2_1, sky130_fd_sc_hd__buf_4, sky130_fd_sc_hd__a2bb2oi_1, sky130_fd_sc_hd__mux2i_1, sky130_fd_sc_hd__clkbuf_1</td></tr>
<tr><td>Cell area leaders</td><td>sky130_fd_sc_hd__and2_1, sky130_fd_sc_hd__buf_4, sky130_fd_sc_hd__mux2i_1</td></tr>
<tr><td>Part of the Yosys area used for sequential elements</td><td>0%</td></tr>
<tr><td>Dominant cell by count in the synthesized netlist</td><td>sky130_fd_sc_hd__and2_1</td></tr>
<tr><td>Synthesized area per cell</td><td>7.28 sq um</td></tr>
<tr><td>Post-Syn Instances</td><td>353</td></tr>
<tr><td>Area of the synthesized netlist per yosys stat</td><td>2570 sq um</td></tr>
<tr><td>Share of Yosys cell area claimed by the top area cell type</td><td>30.2%</td></tr>
<tr><td>Yosys cell types</td><td>28</td></tr>
<tr><td>Ys cells</td><td>353</td></tr>
<tr><td>Cell taking the most area after synthesis</td><td>sky130_fd_sc_hd__and2_1</td></tr>
<tr><td>Netlist Area Pre-Place</td><td>2570 sq um</td></tr>
<tr><td>Total number of yosys warnings</td><td>1</td></tr>
<tr><th colspan="2">Final timing</th></tr>
<tr><td>Max transition margin</td><td>55.4%</td></tr>
<tr><td>Hold Fails Final Rpt</td><td>0</td></tr>
<tr><td>Share of the cycle needed by the critical path after routing</td><td>83.0%</td></tr>
<tr><td>Slew Limit Fails</td><td>0</td></tr>
<tr><td>Setup_tns</td><td>0 ps</td></tr>
<tr><td>Count of endpoints failing setup in the final report</td><td>0</td></tr>
<tr><td>Time the worst path needs with I/O delays and setup</td><td>5150 ps</td></tr>
<tr><td>Setup repair after global routing missed its margin</td><td>no</td></tr>
<tr><td>Transition time at the pin with the least slew margin</td><td>668 ps</td></tr>
<tr><td>Fmax</td><td>194 MHz</td></tr>
<tr><td>Hold Worst Slack</td><td>3410 ps</td></tr>
<tr><th colspan="2">Floorplanning</th></tr>
<tr><td>Area of the placeable core</td><td>25900 sq um</td></tr>
<tr><td>Width of the chip</td><td>182 microns</td></tr>
<tr><td>Die outline height</td><td>182 microns</td></tr>
<tr><td>Die footprint</td><td>33100 sq um</td></tr>
<tr><td>Row count</td><td>59</td></tr>
<tr><td>Top-Level Pins</td><td>430</td></tr>
<tr><td>Floorplan-stage core utilization</td><td>9.92%</td></tr>
<tr><th colspan="2">Routing</th></tr>
<tr><td>Mean number of vias per cell</td><td>3.33</td></tr>
<tr><td>Wirelength, routed</td><td>16900 microns</td></tr>
<tr><td>Count of nets left with antenna violations after detail routing</td><td>0</td></tr>
<tr><td>Diode insertion count for antenna repair</td><td>0</td></tr>
<tr><td>Iteration count of the initial detailed-routing pass</td><td>4</td></tr>
<tr><td>DR DRC count</td><td>0</td></tr>
<tr><td>WL per Instance</td><td>16.7 microns</td></tr>
<tr><td>First-iteration detailed-routing DRC count</td><td>64</td></tr>
<tr><td>Total number of vias</td><td>3372</td></tr>
<tr><th colspan="2">Cells and area</th></tr>
<tr><td>Area Overhead vs Synth</td><td>135%</td></tr>
<tr><td>Number of sequential cells</td><td>0</td></tr>
<tr><td>Share of post-route cells with drive strength above 1</td><td>3.10%</td></tr>
<tr><td>Final Util</td><td>23.3%</td></tr>
<tr><td>Final std cell area, no fill</td><td>6040 sq um</td></tr>
<tr><td>Tally of clock buffers in the finished layout</td><td>0</td></tr>
<tr><td>Sequential cell area</td><td>0 sq um</td></tr>
<tr><td>Non-Filler Instances</td><td>1012</td></tr>
<tr><th colspan="2">Flow run</th></tr>
<tr><td>Max capacitance violation total</td><td>0</td></tr>
<tr><td>Warning total across the stage logs</td><td>32</td></tr>
<tr><th colspan="2">Placed design</th></tr>
<tr><td>Instance count after placement with tap cells included</td><td>1012</td></tr>
<tr><td>DP Area</td><td>6040 sq um</td></tr>
<tr><td># port buffers</td><td>345</td></tr>
<tr><td>Routability-driven placement congestion ratio</td><td>0.828</td></tr>
<tr><td>DPL Wire Length</td><td>14900 microns</td></tr>
<tr><th colspan="2">CTS</th></tr>
<tr><td>Buffer count from post-CTS setup fixing</td><td>0</td></tr>
<tr><td>Post-cts gate resize count</td><td>0</td></tr>
<tr><td>Post-CTS Hold Fix Bufs</td><td>0</td></tr>
<tr><th colspan="2">GRT</th></tr>
<tr><td>Number of antenna violations at the first check in global routing</td><td>0</td></tr>
<tr><td>Via count of the first global-routing pass</td><td>3675</td></tr>
<tr><td>Total global routing track utilization</td><td>9.16%</td></tr>
<tr><td>Pin count of the biggest net entering global routing</td><td>50</td></tr>
<tr><td>GRT Residual Overflow</td><td>0</td></tr>
<tr><td>First-pass GRT wire length</td><td>23700 microns</td></tr>
<tr><th colspan="2">Power</th></tr>
<tr><td>Leakage</td><td>2.35 nW</td></tr>
<tr><td>Worst vdd ir</td><td>0.0000133 V</td></tr>
<tr><td>Power density cells</td><td>26.0 nW/um^2</td></tr>
<tr><th colspan="2">Outcome</th></tr>
<tr><td>Status</td><td>complete, no violations</td></tr>
<tr><th colspan="2">Critical path</th></tr>
<tr><td>Data required time of the worst path</td><td>4960 ps</td></tr>
<tr><td>Startpoint types</td><td>primary input</td></tr>
<tr><td>Launching instance or port of the critical path</td><td>a[22]</td></tr>
<tr><td>Crit. End Element</td><td>output port</td></tr>
<tr><td>Arrival time of data at the critical path endpoint</td><td>3910 ps</td></tr>
<tr><td>Critical path peak fanout</td><td>28</td></tr>
<tr><td>Critical path class</td><td>primary input to output port</td></tr>
<tr><th colspan="2">Hold path</th></tr>
<tr><td>Min-Delay Path Class</td><td>primary input to output port</td></tr>
<tr><td>Hold Path Origin</td><td>vDm[0]</td></tr>
</table>
## logic make-up after synthesis
family                 after synthesis  share of synthesized area [%]
AOI/OAI and AO/OA                   35                           11.7
buffers and inverters              116                           31.5
muxes                               32                           12.5
other                                1                          0.146
and+or+nand+nor                    169                           44.2
## layout by cell type, fill, tap and decap left out
| cell type | instances |
|---|---|
| sky130_fd_sc_hd__clkdlybuf4s50_1 | 344 |
| sky130_fd_sc_hd__and2_1 | 124 |
| sky130_fd_sc_hd__conb_1 | 85 |
| sky130_fd_sc_hd__mux2i_1 | 31 |
| sky130_fd_sc_hd__a2bb2oi_1 | 31 |
| sky130_fd_sc_hd__nor4_1 | 13 |
| sky130_fd_sc_hd__nor3_1 | 11 |
| sky130_fd_sc_hd__buf_4 | 9 |
| sky130_fd_sc_hd__nor4_4 | 6 |
| sky130_fd_sc_hd__nor2_1 | 3 |
| sky130_fd_sc_hd__nand3_1 | 3 |
| sky130_fd_sc_hd__inv_1 | 2 |
| sky130_fd_sc_hd__nand4_4 | 1 |
| sky130_fd_sc_hd__and4bb_2 | 1 |
| sky130_fd_sc_hd__and3_1 | 1 |
| sky130_fd_sc_hd__nand4_2 | 1 |
| sky130_fd_sc_hd__a221o_1 | 1 |
| sky130_fd_sc_hd__a21oi_1 | 1 |
| sky130_fd_sc_hd__nand2_1 | 1 |
| sky130_fd_sc_hd__nor2_4 | 1 |
| sky130_fd_sc_hd__or2_1 | 1 |
| sky130_fd_sc_hd__mux2_2 | 1 |
| sky130_fd_sc_hd__o21ai_0 | 1 |
| sky130_fd_sc_hd__or3_1 | 1 |
| sky130_fd_sc_hd__o2bb2ai_1 | 1 |
| sky130_fd_sc_hd__nand4_1 | 1 |
| sky130_fd_sc_hd__buf_2 | 1 |
## per-layer routing
metal,share of wire [%],track usage [%],up-vias
met5,0,0,-
met4,1.2,1.04,0
met3,10,3.21,8
met2,49,16.4,239
met1,39,10.5,1442
li1,-,-,1683
## cell type report
type                       instances  area [sq um]
timing repair buffer             354          3520
tap                              335           419
inverter                           2          7.51
multi-input combinational        321          2090
fill                            2821         19900
## report_power, final
group          switching, mW  internal, mW
clock network              0             0
logic                 0.0485         0.108
registers                  0             0
## final timing paths
check  slack, ps  cells after the start       to
max         1050                      6  wEnDev0
min         3410                      3     v[0]
## stage by stage
stage                     worst slack (ps)  total power [mW]
after global placement                 981             0.160
after global routing                   854             0.170
after CTS                              985             0.161
final                                 1050             0.157
after detailed placement              1000             0.160
after floorplan                       2500            0.0704
## worst max-delay path, cell delays in order
cell and delay (ps):
sky130_fd_sc_hd__clkdlybuf4s50_1 450, sky130_fd_sc_hd__nor4_4 350, sky130_fd_sc_hd__nand4_4 450, sky130_fd_sc_hd__or3_1 550, sky130_fd_sc_hd__nor3_1 310, sky130_fd_sc_hd__clkdlybuf4s50_1 540
Power figures rest on the tool's default switching activity, not on a simulated workload.
